### flow/design.v
module bound_flasher (
    input wire flick, clk, rst,
    output reg [15:0] LED
);
parameter
    INIT = 0,
    turn_on_0_15 = 1,
    turn_off_15_5 = 2,
    turn_on_5_10 = 3,
    turn_off_10_0 = 4,
    turn_on_0_5 = 5,
    turn_off_5_0 = 6;
parameter
  	IDLE = 0,
    UP = 1,
    DOWN = 2,
    KICKBACK = 3;
integer state = INIT, nextState = INIT;
integer operation = IDLE;
integer count = -1;
integer i;
always @(posedge clk or negedge rst) begin
    if(rst == 0) begin
        state <= INIT;
    end
    else begin
        state <= nextState;
    end
end
always @(posedge clk or negedge rst) begin
    if(rst == 0) count <= -1;
    else if(operation == UP) count <= count + 1;
    else if (operation == DOWN) count <= count - 1;
end
always @(state or operation)begin
    case(state)
        INIT: begin
            if(operation == UP) nextState = turn_on_0_15;
            else nextState = state;
        end
        turn_on_0_15: begin
            if(operation == DOWN) nextState = turn_off_15_5;
            else nextState = state;
        end
        turn_off_15_5: begin
            if(operation == DOWN) nextState = state;
            else if(operation == KICKBACK) nextState = turn_on_0_15;
            else nextState = turn_on_5_10;
        end
        turn_on_5_10: begin
            if(operation == UP) nextState = state;
            else nextState = turn_off_10_0;
        end
        turn_off_10_0: begin
            if(operation == DOWN) nextState = state;
            else if(flick == 1) nextState = turn_on_5_10;
            else nextState = turn_on_0_5;
        end
        turn_on_0_5: begin
            if(operation == UP) nextState = state;
            else nextState = INIT;
        end
        default: nextState = INIT;
    endcase
end
always @(state or flick or count) begin  
  	operation = IDLE;
    case(state)
        INIT: begin
            if(count > 0) operation = DOWN;
            else if(flick == 1) operation = UP;
            else operation = IDLE;
        end
        turn_on_0_15: begin
            if(count < 15) operation = UP;
          else operation = DOWN;
        end
        turn_off_15_5: begin
            if(count > 5) operation = DOWN;
            else if (flick == 1) operation = KICKBACK;
            else operation <= UP;
        end
        turn_on_5_10: begin
            if(count < 10) operation = UP;
            else operation = DOWN;
        end
        turn_off_10_0: begin
            if(count > 0) operation = DOWN;
            else if (flick == 1) operation = KICKBACK;
        end
        turn_on_0_5: begin
            if(count < 5) operation = UP;
            else operation = DOWN;
        end
        default: operation = IDLE;
    endcase
end
always @(count) begin
    if(count == -1) begin
      for(i = 0; i <= 15; i = i + 1) LED[i] = 1'b0;
    end
  else begin 
        for(i = 0; i <= 15; i = i + 1) begin
            if(i <= count) LED[i] = 1'b1;
            else LED[i] = 1'b0;
        end
    end
end
endmodule
### flow/run.sh
#!/bin/bash
# OpenROAD 26Q1-2900-gdf79404cd8, Yosys 0.63+post, stock flow scripts
make -C /OpenROAD-flow-scripts/flow DESIGN_CONFIG=/design/flow/config.mk WORK_HOME=/design/flow/orfs finish
### flow/config.mk
export PLATFORM = sky130hd
export DESIGN_NAME = bound_flasher
export DESIGN_NICKNAME = bound_flasher
export VERILOG_FILES = /design/flow/design.v
export SDC_FILE = /design/flow/constraint.sdc
export NUM_CORES = 4
export LEC_CHECK = 1
export CORE_UTILIZATION = 40
### flow/constraint.sdc
current_design bound_flasher

set clk_period 5.7
set clk_io_pct 0.2

create_clock -name clk0 -period $clk_period [get_ports {clk}]

set non_clock_inputs [all_inputs -no_clocks]
set_input_delay [expr $clk_period * $clk_io_pct] -clock clk0 $non_clock_inputs
set_output_delay [expr $clk_period * $clk_io_pct] -clock clk0 [all_outputs]
==> CHANGELOG.md <==
### Metrics

* Via-to-Cell Ratio at ~6.0
* Remaining DRCs at 0
* Clock latency on the worst-skew pair at just under 0.3 ns
* DP HPWL at about 5500 µm
* Layout cells sized above 1 at 0.1452
* Distinct lib cells at around 55
* Critical path, cell by cell: nor4_2 > and4_1 > and3_1 > nand2_1 > ha_1 > or4b_2 > o21ai_0 > a311o_1 > ha_1 > nand4_1 > or4_4 > or3_1 > a221oi_2 > xor2_1
* Status: finished clean
* Routed Antenna Nets at 0
* Fillers at around 730
* Highest Signal Layer: met4
* Post-synthesis area per instance at between 8 and 9 µm²
* Total CTS buffers at 5
* Die Size at between 0.007 and 0.008 mm²
* Area growth syn-to-layout at 8.003%
* Clock slew at reported path FFs at 0.07 ns
* Hold slack at ~0.52 ns
* Asr flop ratio synth at 1.000
* Leak at between 1 and 1.5 nW
* Worst-path cell with the longest stage delay: or4b_2
* Met3 wire length at ~400 µm
* VDD IR max at slightly above 0.0003 V
* Antenna violations before repair at 0
* Mapped cell area at about 0.0030 mm²
* Finish-stage setup viols at 0
* Ys flop type: dfstp_2
* Chip Area, Yosys at around 0.003 mm²
* Commonest Layout Cell: nor2_1
* Max incr delay on CP at roughly 0.60 ns
* Initial Utilization at 0.4138
* Resize count post-CTS at 0
* Post-CTS Setup Bufs at 0
* Clock skew at a little over 0.008 ns
* M1 WL at between 3000 and 4000 µm
* CP Launch Type: register
* FMAX at approximately 210 MHz
* 1st-pass router iterations at 5
* Routed wl met2 at between 3000 and 4000 µm
* Largest net degree at the start of global routing at approximately 40
* CTS Buffer Depth at 2
* Most frequent cell on the critical path: ha_1
* Total GRT Usage at 0.2158
* Cells in synth_stat.txt at ~370
* Gr ovfl total at 0
* Critical Path Sink Type: register
* Stage-log warning count at 32
* Post-synth EDFFs at 0
* Register bit total from synthesis at 35
* Die Ht at between 80 and 90 µm
* Placer congestion estimate at 0.9325
* CTS root buffer: clkbuf_8
* Max Slew Vio Count at 0
* Final hold vios at 0
* Cycle use final at 0.8303
* Rows at 31
* Final WL at ~8000 µm
* Pwr/cell area at 437.8 mW/mm²
* # IOs at 19
* First-pass GRT wire length at approximately 13000 µm
* Port bufs at 18
* Post-synthesis instance total at around 370
* Detailed Route Iter0 Violations at ~260
* WP data arrival at between 4 and 5 ns
* Hold/Removal Path Class: reg -> reg
* Peak fanout along the critical path at 6
* CTS tree: built
* Diodes inserted at 0
* Post-CTS Hold Fix Bufs at 0
* Data required, critical path at roughly 6 ns
* Setup TNS at 0 ns
* Total vias in the final route at 2789
* Synth Seq Share at 0.3051
* Kind of critical path: reg -> reg
* Total of warnings raised by yosys at 1
* DR WL/cell at approximately 17 µm
* Number of global-route vias before repair at between 2000 and 3000
* Horiz. Die Dim at 88.63 µm
* CTS H-tree depth at 2
* Slew margin rel. at 0.4640
* CTS sink cnt at 35
* RSZ-0062 raised after global routing: false
* Most instantiated logic cells after routing: 39 x nor2_1, 32 x dfstp_2, 24 x nand2_1
* Slew at the pin with the worst max-slew slack at 0.7929 ns
* Final min period at 4.732 ns
* Core Area at 0.007253 mm²
* Maxcap violations at 0
[Yosys cell counts, types with 5 or more instances]
master | n | area share
xor2_1 | 15 | 0.044
o21ai_0 | 17 | 0.028
a31oi_1 | 8 | 0.017
nor4_1 | 14 | 0.029
clkbuf_8 | 5 | 0.023
a21oi_1 | 23 | 0.038
or4_1 | 9 | 0.023
nand4_1 | 11 | 0.023
nor3_1 | 20 | 0.033
nand2_1 | 24 | 0.030
ha_1 | 10 | 0.042
o31ai_1 | 5 | 0.013
clkbuf_1 | 18 | 0.023
dfstp_2 | 32 | 0.28
inv_1 | 8 | 0.010
nand3_1 | 13 | 0.022
xnor2_1 | 17 | 0.050
nor2_1 | 39 | 0.049
[flip-flops by register name (all words and copies together) (netlist names)]
signal,count
state,3
count,32
[worst paths after layout]
kind | cells after the start | end | start | slack, ns
worst min-delay path | 1 | count[28] | count[28] | 0.52
worst min register to register | 1 | count[28] | count[28] | 0.52
max in group asynchronous | 2 | count[1] | rst | 4.09
worst max-delay path | 14 | count[18] | count[7] | 0.97
min in group asynchronous | 2 | state[1] | rst | 1.25
worst max register to register | 14 | count[18] | count[7] | 0.97
[cell type report]
class	count	area [µm²]	area share
Tap cell	99	123.9	0.03821
Inverter	8	30.03	0.009263
Clock inverter	1	5.005	0.001544
Sequential cell	35	915.9	0.2825
Clock buffer	6	82.58	0.02547
Timing Repair Buffer	20	195.2	0.06021
Multi-Input combinational cell	295	1889	0.5828
[power breakdown]
group | total, W | internal [W] | switching [W] | leakage, nW
logic | 0.000638 | 0.000276 | 0.000362 | 0.700
clock network | 0.000184 | 0.0000948 | 0.0000895 | 0.0470
registers | 0.000597 | 0.000395 | 0.000202 | 0.374
[metal layers]
| layer | up-vias | track usage |
|---|---|---|
| met4 | 0 | 0.04692 |
| met3 | 19 | 0.02933 |
| li1 | 1355 | - |
| met1 | 1305 | 0.3463 |
| met5 | - | 0 |
| met2 | 110 | 0.3168 |
[stage by stage]
| step | area (µm²) | cells | power (W) | utilization | setup slack (ns) |
|---|---|---|---|---|---|
| floorplan | 3002 | 367 | 0.001073 | - | 1.375 |
| global placement | 3154 | 457 | 0.001235 | 0.4349 | 1.105 |
| detailed placement | 3154 | 457 | 0.001220 | 0.4349 | 1.067 |
| CTS | 3242 | 464 | 0.001411 | 0.4470 | 1.024 |
| global route | 3242 | 464 | 0.001535 | 0.4470 | 0.6639 |
| finish | 3242 | 464 | 0.001419 | 0.4470 | 0.9675 |
[logic make-up (layout without fill, tap and decap cells)]
| kind of cell | after synthesis | count (layout) | share of synthesized area |
|---|---|---|---|
| AND-OR/OR-AND | 86 | 86 | 0.1880 |
| XOR/XNOR | 32 | 32 | 0.09337 |
| adder cells (fa/ha/maj) | 10 | 10 | 0.04168 |
| buffers and inverters | 37 | 35 | 0.06544 |
| flip-flops | 35 | 35 | 0.3051 |
| multiplexers | 2 | 2 | 0.006670 |
| AND/OR/NAND/NOR | 165 | 165 | 0.2997 |
[worst max-delay path, delay by kind of cell (launching register included)]
family | cells | cell delay (ns)
flip-flops | 1 | 0.39
AND/OR/NAND/NOR | 8 | 3.01
XOR/XNOR | 1 | 0.17
adder cells (fa/ha/maj) | 2 | 0.48
AND-OR/OR-AND | 3 | 0.60
Power and IR drop assume default switching activity.
